<file path="flow/run.sh">
#!/bin/bash
# OpenROAD 26Q1-2900-gdf79404cd8, Yosys 0.63+post, stock flow scripts
make -C /OpenROAD-flow-scripts/flow DESIGN_CONFIG=/design/flow/config.mk WORK_HOME=/design/flow/orfs finish
</file>
<file path="flow/config.mk">
export PLATFORM = sky130hd
export DESIGN_NAME = alu
export DESIGN_NICKNAME = alu
export VERILOG_FILES = /design/flow/design.v
export SDC_FILE = /design/flow/constraint.sdc
export NUM_CORES = 4
export LEC_CHECK = 1
export CORE_UTILIZATION = 30
</file>
<file path="flow/constraint.sdc">
current_design alu

set clk_period 18.7
set clk_io_pct 0.2

create_clock -name clk0 -period $clk_period

set non_clock_inputs [all_inputs -no_clocks]
set_input_delay [expr $clk_period * $clk_io_pct] -clock clk0 $non_clock_inputs
set_output_delay [expr $clk_period * $clk_io_pct] -clock clk0 [all_outputs]
</file>
<file path="flow/design.v">
module alu(
input logic [31:0] a,
input logic [31:0] b,
input [7:0] alu_in,
output zero,
output logic [31:0] alu_out);
logic [1:0] aluop;
logic  [5:0] func ;
assign aluop = alu_in [7:6];
assign func = alu_in [5:0];
always @(*)
	begin 
	case (aluop) 
	2'b00: alu_out = a+b;                     
	2'b01:  alu_out = a-b ;                   
	2'b10:begin
		case(func)
		6'b100000: alu_out = a+b;              
		6'b101010: alu_out = ($signed(a) < $signed(b)) ? 1:0;	   
		6'b100100: alu_out = a & b;			   
		6'b100101: alu_out = a | b;			   
		6'b100010: alu_out = a - b;			   
          6'b100111: alu_out = ~(a | b);         
		default: alu_out= 'z;
		endcase
		end 
	2'b11: alu_out = a | b;                   
	default: alu_out= 'z;
   endcase
	end
	assign zero = (a-b == 0) ? 1:0;
endmodule
</file>
==> impl_metrics.toml <==
# physical design summary
[run_status]
status = "finished, final reports clean"

[clock_network]
post_cts_buffers = 0
holdBufCountCts = 0
cts_resized = 0

[placed_design]
gp_congestion = 0.987
place_area_um2 = 7610
port_buffers = 105
dp_hpwl_mm = 18.6

[logic_synthesis]
ys_cells = 986
ys_seq_share_pct = 0
yosys.area.top_type = "ha_1"
synthTopCellsByArea = "ha_1, a21oi_1, inv_1, o21ai_0, xnor2_1"
ys_types = 81
syn_inst = 986
syn_area_um2 = 6360
ys_chip_area_um2 = 6360
top_cells_by_count = "a21oi_1, inv_1, ha_1"
syn_area_per_cell_um2 = 6.45
ys_warn_count = 3
top_cell = "a21oi_1"
post-synth-top-area-fraction_pct = 18.9

[final_timing]
finalHoldViolations = 0
rsz0062_at_grt = "no"
fin_crit_ns = 11.89
fmax_mhz = 84.1
setup_viol = 0
setup_tns_ns = 0
hold_slack_ns = 8.52
drv_slew = 0
slew_headroom_pct = 36.7
worst_slew_pin_slew_ns = 0.950
finalClockPeriodUsage_pct = 63.6

[power_and_ir_drop]
peakVddDrop_mv = 0.0119
power.share.combinational_pct = 100.0
switchingPower_w = 0.000140
power_frac_seq_pct = 0
pwr-share-clk_pct = 0
power_leakage_nw = 3.30
swShare_pct = 55.5
power_density_nw_per_um2 = 33.1
intPower_w = 0.000112

[worst_setup_path]
critPathCapture = "zero"
critPathMaxFanout = 7
worst-path-buf-inv = 4
crit_start = "a[0]"
critPathSlowestCell = "a211oi_1"
crit_cells = 16
cp.arrival_ns = 8.15
start_kind = "input pin"
path_cells = "clkdlybuf4s50_1 > inv_1 > ha_1 > inv_1 > fa_1 > nor2b_1 > o221ai_2 > a2111oi_4 > nor4_2 > or2_1 > a21oi_1 > a211oi_1 > nand4_1 > nor4_1 > and4_1 > clkdlybuf4s50_1"
worstPathRequired_ns = 14.96
end_kind = "output pin"
path_delay_family = "simple AND/OR/NAND/NOR gates"
critPathMaxStageDelay_ns = 0.50
critical_path_class = "input pin to output pin"

[finish]
final_layout_size_suffix_gt1_share_pct = 4.90
flops = 0
syn_to_final_growth_pct = 19.6
clkbuf_count = 0
fin_area_um2 = 7610
regArea_um2 = 0
final_util_pct = 37.1

[routing]
drc_errors = 0
wire_per_inst_um = 18.8
viasPerCell = 5.69
via_count = 7463
dr.pass1.iters = 5
n_antenna_cell = 0
drt_iter0_drc = 583
postRouteAntennaNets = 0
finalWirelength_mm = 24.6

[grt]
grt_antenna_before_repair = 0
grt.overflow.total = 0
grt_pass1_vias = 6882
grtUsageTotal_pct = 22.5
grt_pass1_wl_mm = 38.5
grt_start_max_net_pins = 56

[die]
row_count = 52
core_area_um2 = 20500
io_pins = 105
die_width_um = 148
die_h_um = 148
initial_core_util_pct = 31.0
chip_area_um2 = 21800

[min_path]
hold_path.class = "input pin to output pin"

[job]
max-cap-violations = 0
tool_warnings = 96
[metal layers]
metal | vias up | global-route usage, % | share of wire [%]
li1 | 3666 | - | -
met1 | 3414 | 32.9 | 45
met2 | 348 | 35.7 | 44
met3 | 35 | 2.71 | 8.1
met4 | 0 | 4.48 | 2.3
met5 | - | 0 | 0
[logic make-up after synthesis]
family | share of synthesized area [%]
adder cells (fa/ha/maj) | 19.5
multiplexers | 1.95
AND-OR/OR-AND | 40.8
XOR/XNOR | 6.71
AND/OR/NAND/NOR | 20.8
buffers and inverters | 10.3
[worst min-delay path, cell delays in order]
cell	delay (ns)
buf_2	0.09
buf_4	0.30
nand3_1	0.13
o21ai_0	0.08
clkdlybuf4s50_1	0.40
[layout make-up]
| class | instances | area, um2 |
|---|---|---|
| fillers | 2199 | 12900 |
| multi-input cells | 815 | 5710 |
| repair buffers | 121 | 1160 |
| inverters | 105 | 394 |
| well taps | 270 | 338 |
[placed cells by master, fill, tap and decap left out, drive strengths merged, types with 6 or more instances in the layout]
| cell | netlist | layout |
|---|---|---|
| a2111oi | 7 | 7 |
| a211o | 8 | 8 |
| a211oi | 15 | 15 |
| a21o | 33 | 33 |
| a21oi | 119 | 119 |
| a221o | 10 | 10 |
| a221oi | 21 | 21 |
| a31oi | 7 | 7 |
| buf | 8 | 18 |
| clkdlybuf4s50 | 0 | 103 |
| ha | 96 | 96 |
| inv | 105 | 105 |
| mux2i | 9 | 9 |
| nand2 | 75 | 75 |
| nand2b | 12 | 12 |
| nand3 | 17 | 17 |
| nand4 | 6 | 6 |
| nor2 | 80 | 80 |
| nor2b | 11 | 11 |
| nor3 | 26 | 26 |
| nor3b | 6 | 6 |
| nor4 | 8 | 8 |
| o211ai | 9 | 9 |
| o21ai | 84 | 84 |
| o21bai | 13 | 13 |
| o221ai | 11 | 11 |
| o22ai | 13 | 13 |
| o31ai | 8 | 8 |
| or3 | 10 | 10 |
| xnor2 | 42 | 42 |
[worst min-delay path by stage]
stage                      from          to  slack [ns]  cells after the start
final                 alu_in[6]  alu_out[5]        8.52                      5
after global routing  alu_in[6]  alu_out[5]        8.55                      5
after CTS             alu_in[6]  alu_out[5]        8.52                      5
[power groups by stage]
| stage | sequential (W) | combinational, W | clock [W] |
|---|---|---|---|
| CTS | 0 | 0.000250 | 0 |
| global route | 0 | 0.000276 | 0 |
| finish | 0 | 0.000252 | 0 |
[through the flow]
stage               power, W  worst slack (ns)  std cells
global placement    0.000248              6.89       1311
CTS                 0.000250              6.85       1311
finish              0.000252              6.81       1311
global route        0.000276              6.55       1311
floorplan           0.000156              8.53        986
detailed placement  0.000248              6.86       1311
No activity file was given, so power comes from the tool's default toggle rates.
