==> design.v <==
module Reg_Bank
#(
	parameter WL = 32,    
	parameter AL = 32     
	)
(
	input clk, wr_en,rd1_en,rd2_en,rst,
  	input [AL-1:0] w_addr, r_addr1,r_addr2,
	input [WL-1:0] w_data,
  	output logic [WL-1:0] r_data1,r_data2
);
	logic [WL-1:0] RB [2**AL];
	always @(posedge clk)begin
    if (rst) 
   for (int i = 0; i < 2**AL; i++) begin
  RB[i] = '0;
end
      else if (wr_en && w_addr != '0)
			RB[w_addr] <= w_data;
	end
    always_comb begin
    if(rd1_en == 1'b1)begin
		r_data1 = RB[r_addr1];
		end
		else
			r_data1 = 16'bx;
    if(rd2_en == 1'b1)begin
		r_data2 = RB[r_addr2];
	  end
	  else
		r_data2 = 16'bx;
  end
endmodule
==> run.sh <==
#!/bin/bash
# OpenROAD 26Q1-2900-gdf79404cd8, Yosys 0.63+post, stock flow scripts
make -C /OpenROAD-flow-scripts/flow DESIGN_CONFIG=/design/flow/config.mk WORK_HOME=/design/flow/orfs finish
==> config.mk <==
export PLATFORM = sky130hd
export DESIGN_NAME = Reg_Bank
export DESIGN_NICKNAME = Reg_Bank
export VERILOG_FILES = /design/flow/design.v
export SDC_FILE = /design/flow/constraint.sdc
export NUM_CORES = 4
export LEC_CHECK = 1
export CORE_UTILIZATION = 50
==> constraint.sdc <==
current_design Reg_Bank

set clk_period 7.9
set clk_io_pct 0.2

create_clock -name clk0 -period $clk_period [get_ports {clk}]

set non_clock_inputs [all_inputs -no_clocks]
set_input_delay [expr $clk_period * $clk_io_pct] -clock clk0 $non_clock_inputs
set_output_delay [expr $clk_period * $clk_io_pct] -clock clk0 [all_outputs]
==> impl_metrics.env <==
# source this file to load flow results
export IMPL_postSynthAreaPerCell_um2=14.2
export IMPL_row_count=28
export IMPL_power_frac_comb=0.161
export IMPL_crit_path_end_kind="primary output"
export IMPL_drv_cap=0
export IMPL_fmax_ghz=0.217
export IMPL_p_int_w=0.000584
export IMPL_multiInputGateArea_um2=1250
export IMPL_arrival_ps=3030
export IMPL_final_cell_count_no_fill=466
export IMPL_grt_pass1_vias=2177
export IMPL_antennaDiodeCount=0
export IMPL_die_area_um2=6540
export IMPL_cts_tree="yes"
export IMPL_io_pins=197
export IMPL_synth_seq_share=0.618
export IMPL_crit_chain="clkdlybuf4s50_1 -> buf_4 -> nor2b_1 -> clkdlybuf4s50_1"
export IMPL_clockPowerShare=0.304
export IMPL_floorplan_core_area_um2=5960
export IMPL_clkTransAtPathRegs_ps=60
export IMPL_drc=0
export IMPL_yosysCellCount=219
export IMPL_antenna_found_initial=0
export IMPL_yosys_area_top_type="edfxtp_1"
export IMPL_path_depth=4
export IMPL_final_layout_size_suffix_gt1_frac=0.0512
export IMPL_setup_tns_final_ps=0
export IMPL_cts_path_max_buffers=2
export IMPL_ys_chip_area_um2=3110
export IMPL_fp_util=0.522
export IMPL_dieHeight_um=80.9
export IMPL_grt_pass1_wl_mm=9.20
export IMPL_vias_per_cell=4.76
export IMPL_power_density_nw_per_um2=154
export IMPL_fin_crit_ps=4610
export IMPL_cts_resized=0
export IMPL_max_stage_delay_ps=510
export IMPL_ys_seq_elements=64
export IMPL_grt_usage=0.204
export IMPL_rsz0062_at_grt="false"
export IMPL_cp_start_kind="input pin"
export IMPL_netlist_instances=219
export IMPL_hold_buffers=0
export IMPL_grt_max_degree=33
export IMPL_root_buffer="clkbuf_8"
export IMPL_cts_buffers=9
export IMPL_syn_area_um2=3110
export IMPL_h_tree_depth=3
export IMPL_synthTopCellsByCount="64 x edfxtp_1, 64 x mux2i_1, 64 x nor2b_1, 8 x buf_2, 7 x nand4_1"
export IMPL_vias=2220
export IMPL_synthArstFlopShare=0
export IMPL_register_area_um2=1920
export IMPL_n_fill_cell=338
export IMPL_drt_wirelength_per_cell_um=13.2
export IMPL_hp_class="in -> reg"
export IMPL_finalHoldViolations=0
export IMPL_tightestPinTransition_ps=585
export IMPL_ys_types=12
export IMPL_top_cell_area_share=0.618
export IMPL_sequentialPowerShare=0.535
export IMPL_p_leak_nw=1.85
export IMPL_setup_viol=0
export IMPL_critPathBufInv=3
export IMPL_ant_nets=0
export IMPL_topCellsByArea="edfxtp_1 62%, mux2i_1 21%, nor2b_1 13%, nand4_1 1.4%, buf_2 1.3%"
export IMPL_overflow=0
export IMPL_status="completed"
export IMPL_swShare=0.208
export IMPL_enable_flop_cells=64
export IMPL_slowest_stage="clkdlybuf4s50_1"
export IMPL_ys_flop_type="edfxtp_1"
export IMPL_crit_required_ps=6320
export IMPL_clkSinkCount=64
export IMPL_warning_count=89
export IMPL_area_growth_pct=54.0
export IMPL_slew_limit_headroom=0.610
export IMPL_yosysWarnings=1
export IMPL_drtIter0Drc=78
export IMPL_critPathKind="in -> out"
export IMPL_path_delay_family="buffers and inverters"
export IMPL_switching_power_w=0.000153
export IMPL_dr_pass1_iters=4
export IMPL_wl_mm=6.13
export IMPL_dp_cells=450
export IMPL_gp_congestion=0.733
export IMPL_ir_drop_uv=122
export IMPL_crit_top_cell="clkdlybuf4s50_1"
export IMPL_post_cts_buffers=0
export IMPL_report_final_slew_viol_count=0
export IMPL_worstPathMaxFanout=32
export IMPL_die_w_um=80.9
export IMPL_hold_path_depth=1
export IMPL_fin_crit_sh=0.583
export IMPL_io_buffers=134
export IMPL_hpwl_mm=4.13
sequential cells by signal, indices dropped and copies added, names as in the netlist:
| name | count |
|---|---|
| RB[-1] | 32 |
| RB | 32 |
placed cells by master (no fill, tap or decap):
| master | netlist | layout |
|---|---|---|
| nand2_1 | 1 | 1 |
| nand4b_1 | 1 | 1 |
| clkinvlp_4 | 0 | 1 |
| nor2b_1 | 64 | 64 |
| or3_1 | 1 | 1 |
| clkbuf_8 | 0 | 9 |
| edfxtp_1 | 64 | 64 |
| clkdlybuf4s50_1 | 0 | 132 |
| clkbuf_1 | 6 | 3 |
| clkinv_2 | 0 | 2 |
| conb_1 | 1 | 32 |
| or4_1 | 1 | 1 |
| clkinv_1 | 0 | 1 |
| nor4_4 | 0 | 1 |
| nand4_1 | 7 | 7 |
| mux2i_1 | 64 | 64 |
| buf_2 | 8 | 2 |
| buf_4 | 0 | 5 |
kinds of logic after synthesis:
logic type,Yosys count,synth area share
muxes,64,0.206
other,1,0.00121
DFF,64,0.618
and+or+nand+nor,76,0.155
buffers and inverters,14,0.0201
path summary, 6_finish.rpt:
check / from / endpoint / slack (ps)
max: rd2_en / r_data2[26] / 3290
min: w_data[10] / RB[0][10] / 1830
metal layers:
layer  share of wire  track usage  wire [um]  vias to the layer above
met5               0            0          0                        -
met4           0.011       0.0411         67                        0
met3           0.088       0.0775        541                        8
met2            0.50        0.319       3080                       81
met1            0.40        0.296       2440                     1027
li1                -            -          -                     1104
through the flow:
stage / util / hold WS, ps / worst slack, ps / power, W / area [um^2]
after floorplan: - / 1680 / 3430 / 0.000440 / 3230
after CTS: 0.805 / 1810 / 3280 / 0.000745 / 4790
after detailed placement: 0.779 / 2160 / 3280 / 0.000521 / 4640
after global placement: 0.779 / 2160 / 3290 / 0.000517 / 4640
after global routing: 0.805 / 1810 / 3180 / 0.000770 / 4790
final: 0.805 / 1830 / 3290 / 0.000737 / 4790
power groups by stage:
stage / Sequential [W] / Clock [W] / Combinational, W
final: 0.000394 / 0.000224 / 0.000118
after global routing: 0.000396 / 0.000245 / 0.000129
after CTS: 0.000394 / 0.000231 / 0.000120
final cells by class:
type / instances / share of cell area
Sequential cell: 64 / 0.401
Clock inverter: 4 / 0.00444
Clock buffer: 12 / 0.0282
Timing Repair Buffer: 139 / 0.286
Tap cell: 75 / 0.0196
Multi-Input combinational cell: 172 / 0.261
Power and IR drop assume default switching activity.
